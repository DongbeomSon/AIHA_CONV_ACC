==> /design/flow/design.v <==
module parser #(
    parameter INPUT_WIDTH = 512,
    parameter OUTPUT_WIDTH = 64,
    parameter MAX_CNT = INPUT_WIDTH/OUTPUT_WIDTH
)(
    input clk,
    input rst_n,
    input [INPUT_WIDTH-1:0] fm,
    input ifm_read,
    output [OUTPUT_WIDTH-1:0] parse_out,
    output reg input_req,
    input stall
);
    reg [5:0] cnt;
    reg [OUTPUT_WIDTH-1:0] r_parse [MAX_CNT-1:0];
    reg [OUTPUT_WIDTH-1:0] r_parse_out;
    integer i;
    always @(*) begin
        for(i = 0; i < MAX_CNT; i=i+1) begin
            r_parse[i] <= fm[i*OUTPUT_WIDTH +: OUTPUT_WIDTH];
        end
    end
    always @(*) begin
        r_parse_out <= r_parse[cnt];
    end
    assign parse_out = r_parse_out;
    always @(posedge clk, negedge rst_n) begin
        if(!rst_n) begin
            input_req <= 0;
            cnt <= 0;
        end else begin
            if (ifm_read & !stall) begin
                input_req <= (cnt == MAX_CNT - 2) ? 1 : 0;
                cnt <= (cnt == MAX_CNT-1) ? 0 : cnt + 1;
            end
        end
    end
endmodule
==> /design/flow/run.sh <==
#!/bin/bash
# OpenROAD 26Q1-2900-gdf79404cd8, Yosys 0.63+post, stock flow scripts
make -C /OpenROAD-flow-scripts/flow DESIGN_CONFIG=/design/flow/config.mk WORK_HOME=/design/flow/orfs finish
==> /design/flow/config.mk <==
export PLATFORM = sky130hd
export DESIGN_NAME = parser
export DESIGN_NICKNAME = parser
export VERILOG_FILES = /design/flow/design.v
export SDC_FILE = /design/flow/constraint.sdc
export NUM_CORES = 4
export LEC_CHECK = 1
export CORE_AREA = 10 10 228 228
export DIE_AREA = 0 0 238 238
export SYNTH_HDL_FRONTEND = slang
==> /design/flow/constraint.sdc <==
current_design parser

set clk_period 20.3
set clk_io_pct 0.2

create_clock -name clk0 -period $clk_period [get_ports {clk}]

set non_clock_inputs [all_inputs -no_clocks]
set_input_delay [expr $clk_period * $clk_io_pct] -clock clk0 $non_clock_inputs
set_output_delay [expr $clk_period * $clk_io_pct] -clock clk0 [all_outputs]
==> metrics.yaml <==
tns_ns: 0
yosysSeqAreaShare_pct: 4.16
cp_data_required_time_ns: 16.24
post_cts_buffers: 0
status: "finished, final reports clean"
cp-end-kind: "primary output"
grt_pass1_vias: 6359
hold_depth: 1
period_minus_slack_ns: 9.71
rsz0062_at_grt: "no"
area_growth_pct: 154
synthCells: 396
clkLatencyLatePin_ns: 0.23
power_mw: 0.833
worstMarginPinSlew_ns: 0.842
vias: 5797
slew_violations: 0
dieHeight_um: 238
ys_area_um2: 4210
area_leaders: "mux4_2 (68%), nand2_1 (17%), dfrtp_1 (4.2%)"
fp_util_pct: 9.00
drc_errors: 0
tool_warnings: 26
grt_pass1_wl_um: 45800
startpoint_type: "input pin"
crit_arrival_ns: 5.65
cts_buffer_depth: 2
drtIter0Drc: 182
wl_per_cell_um: 21.7
ctsHoldBuffers: 0
power.leakage_nw: 3.85
fin_crit_sh_pct: 47.9
cts_resized: 0
yosys.area.top_type: "mux4_2"
crit_type: "in -> out"
rows: 79
wl_um: 33800
async_flop_share_pct: 100
yosysTopAreaCellShare_pct: 68.5
cts_tree: "yes"
cellPowerDensity_nw_per_um2: 78.0
synth_top_flop_cell: "dfrtp_1"
clock_skew_ns: 0.00167
io-pin-count: 581
post-route-util_pct: 22.8
fp.dieW_um: 238
max_freq_mhz: 103
syn_avg_cell_area_um2: 10.6
gp_congestion: 0.988
port_buffers: 580
cts-buffers-inserted: 3
setup_violations: 0
drv_cap: 0
dp_hpwl_um: 30100
synth_warnings: 0
slew_headroom_pct: 43.9
fillers: 4956
antenna_found_initial: 8
grt_max_degree: 54
syn_area_um2: 4210
grt_usage_pct: 11.3
core_um2: 46800
grt.overflow.total: 0
dieArea_um2: 56600
cts_num_sinks: 7
ant_nets: 0
hold_viol: 0
path_max_fanout: 1
peakVddDrop_uv: 52.1
synth-edff-count: 0
drtPass1Iterations: 4
vias_per_cell: 3.72
ys.flops: 7
ys_cells: 396
drive_gt1_share_pct: 15.1
clkTransAtPathRegs_ns: 0.03
hp-class: "reg -> reg"
synthDistinctLibCells: 23
htree_levels: 1
clock-root-buffer: "clkbuf_16"
worstRegToRegCells: 5
cells in the mapped netlist (2+ instances only):
master and number:
nand2_1 196, mux4_2 128, clkbuf_1 17, buf_2 12, buf_6 11, dfrtp_1 7, buf_1 4, nor2_1 3
ha_1 2, o21ai_0 2, xor2_1 2
worst paths after layout:
check,start,endpoint,slack (ns)
max,fm[85],parse_out[21],10.59
min reg2reg,cnt[5]$_DFFE_PN0P_,cnt[5]$_DFFE_PN0P_,0.47
min,cnt[5]$_DFFE_PN0P_,cnt[5]$_DFFE_PN0P_,0.47
max in group asynchronous,rst_n,cnt[2]$_DFFE_PN0P_,15.92
max reg2reg,cnt[1]$_DFFE_PN0P_,cnt[4]$_DFFE_PN0P_,18.02
min in group asynchronous,rst_n,cnt[1]$_DFFE_PN0P_,4.10
per-layer routing:
layer  GRT usage [%]  part of all wire (%)  vias to the layer above
met5           0.692                 0.074                        -
met4            1.38                   1.4                        4
met3            5.95                    14                       24
met2            19.1                    50                      352
met1            12.8                    35                     2765
li1                -                     -                     2652
per-stage QoR:
step	hold slack (ns)	std cells	instance area (um2)	setup slack [ns]
after floorplan	0.426	396	4210	11.64
after global placement	0.461	1547	10600	10.56
after detailed placement	0.466	1547	10600	10.55
after CTS	0.475	1551	10700	10.55
after global routing	0.480	1551	10700	10.50
final	0.471	1557	10700	10.59
state kept, by name (all words and copies together) (netlist names):
name and count:
cnt 6, input_req 1
worst max-delay path, cell delays in order:
cell and delay [ns]:
clkdlybuf4s50_1 0.44, mux4_2 0.47, nand2_1 0.19, nand2_1 0.08, clkdlybuf4s50_1 0.41
power breakdown:
| group | switching [mW] | internal (mW) |
|---|---|---|
| Combinational | 0.270 | 0.482 |
| Clock | 0.00696 | 0.0261 |
| Sequential | 0.0299 | 0.0186 |
final cells by class:
class / count / area [um2] / share of cell area, %
Multi-Input combinational cell: 344 / 3770 / 35.3
Inverter: 1 / 3.75 / 0.0352
Tap cell: 607 / 759 / 7.12
Clock buffer: 4 / 78.8 / 0.738
Antenna cell: 6 / 15.0 / 0.141
Timing Repair Buffer: 588 / 5870 / 55.0
Sequential cell: 7 / 184 / 1.72
cells by family after synthesis:
kind of cell,Yosys count,synth area share (%)
compound gates,4,0.595
xor+xnor,3,0.624
fa+ha+maj,2,0.594
buf+inv,45,6.33
flops,7,4.16
mux,129,68.7
simple gates,206,19.0
placed cells by master, fill, tap and decap left out, drive strengths merged, types with 2 or more instances in the layout:
master,netlist,routed
clkdlybuf4s50,0,580
nand2,196,196
mux4,128,128
buf,27,8
dfrtp,7,7
diode,0,6
clkbuf,17,4
nor2,3,3
o21ai,2,2
xor2,2,2
ha,2,2
No activity file was given, so power comes from the tool's default toggle rates.
